`flow/ROM_Init.txt`:
```
00430820                 //r1 = r2 + r3 = 5;
00620822                 //r1 = r3 - r2 = 1;
00620824                 //r1 = r3 & r2 = 2;
00620825                 //r1 = r3 | r2 = 3;
00620826                 //r1 = r3 ^ r2 = 1;
00620827                 //r1 = r3 nor r2 = power(2,32)-4;
0062082a                 //r1 = r3 slt r2 = 0;
00620800                 //r1 = r3 << r2 = 12;
00222002                 //r4 = r1 >> r2 = 3;//ÅÔÂ·
20410001                 //r1 = r2 + 1 = 3;
2081ffff                 //r1 = r4 - 1 = 3;//ÅÔÂ·
30410001                 //r1 = r2 & 1 = 0;
34410001                 //r1 = r2 | 1 = 3;
38410002                 //r1 = r2 ^ 1 = 0;
8c410001                 //r1 = mem_ram[r2+1] = 3;
ac460001                 //mem_ram[r2+1] = r6 = 6;
8c410002                 //r1 = mem_ram[r2+2] = 4;//ALUOut = 4;
20220001                 //r2 = r1 + 1 = 5;//µÈ´ý,r1ÐèÒªÏÈ´ÓÖ÷´æÀï¶ÁÈ¡Êý¾Ý
1064002d                 //r1 = r4,PC = 72,PC = PC+4+45<<2 = 256;
20410001                 //r1 = r2 + 1 = 6;
00011820                 //r3 = r0 + r1 = 6;//ÅÔÂ·
1026002b                 //r1 = r6,PC = 84,PC = PC+4+43<<2 = 260//ForwardAD = 1;
00430820                 //r1 = r2 + r3 = 11;PC = 88
102b0029                 //r1 = r11,PC = 92,PC = PC+4+42<<2 = 264//µÈ´ý£¬µÈ´ýÅÔÂ·ºó±È½Ï
00620822                 //r1 = r3 - r2 = 1;
8c410005                 //r1 = mem_ram[r2+5] = 10;
20040004                 //r4 = r0 + 4 = 4;PC = 96;
102a0027                 //r1 = r10,PC = 108,PC = 268;//µÈ´ýr1´Ó´æ´¢Æ÷¶Á³öÊý¾Ýºó±È½Ï
00620822                 //r1 = r3 - r2 = 1;PC = 112
00430820                 //r1 = r2 + r3 = 11;
@40
08000013                 //PC = 256,PC = 76;
08000016                 //PC = 260,PC = 88;
08000018                 //PC = 264,PC = 96
0800001c                 //PC = 268,PC = 112;



```
`flow/run.sh`:
```
#!/bin/bash
# OpenROAD 26Q1-2900-gdf79404cd8, Yosys 0.63+post, stock flow scripts
make -C /OpenROAD-flow-scripts/flow DESIGN_CONFIG=/design/flow/config.mk WORK_HOME=/design/flow/orfs finish
```
`flow/config.mk`:
```
export PLATFORM = sky130hd
export DESIGN_NAME = ROM
export DESIGN_NICKNAME = ROM
export VERILOG_FILES = /design/flow/design.v
export SDC_FILE = /design/flow/constraint.sdc
export NUM_CORES = 4
export LEC_CHECK = 1
export CORE_AREA = 10 10 87 87
export DIE_AREA = 0 0 97 97
```
`flow/constraint.sdc`:
```
current_design ROM

set clk_period 3.0
set clk_io_pct 0.2

create_clock -name clk0 -period $clk_period

set non_clock_inputs [all_inputs -no_clocks]
set_input_delay [expr $clk_period * $clk_io_pct] -clock clk0 $non_clock_inputs
set_output_delay [expr $clk_period * $clk_io_pct] -clock clk0 [all_outputs]
```
`flow/design.v`:
```
module ROM(PCF,RD_ROM);
input [31:0] PCF;
output wire [31:0] RD_ROM;
wire [31:0] A;
reg [31:0] mem_rom [100:0];
initial begin
	$readmemh("ROM_Init.txt",mem_rom);
end
assign A = PCF>>2;
assign RD_ROM = mem_rom[A];
endmodule
```
==> ci_impl_report.md <==
## Implementation flow summary

| Metric | Value |
|---|---|
| Place WS | -322.2 ps |
| Post-route design area | 0.001707 mm^2 |
| Unique masters post-synth | 37 |
| Mean Syn Cell Area | 6.586 um^2 |
| Gr usage total | 7.399% |
| Worst path top cell family by delay | buffers and inverters |
| Horiz. Die Dim | 97 um |
| Area after DPL | 0.001545 mm^2 |
| Top cells by area | ha_1 13%, buf_4 12%, a21oi_1 8.4%, nor2_1 6.3%, nand2b_1 5.9% |
| RSZ-0062 raised after global routing | no |
| CP arrival | 2310 ps |
| FMAX | 343.3 MHz |
| First-pass GRT wire length | 6216 um |
| DIE AREA | 0.009409 mm^2 |
| Ys Warns | 1 |
| # rows | 27 |
| Setup Crit Path Kind | in -> out |
| Layout cell share with drive strength beyond 1 | 32.20% |
| Vias in the first global route | 1253 |
| Flops | 0 |
| Cell type with the largest total area after synthesis | ha_1 |
| Log Warnings | 66 |
| CP max stage cell | clkdlybuf4s50_1 |
| Leakage | 0.7179 nW |
| DRC | 0 |
| Worst path max stage delay | 490 ps |
| Area fraction in mux cells | 4.354% |
| VDD IR max | 0.05995 mV |
| Fill count | 588 |
| Total power draw | 0.2188 mW |
| Die height | 97 um |
| Yosys stat area | 948.4 um^2 |
| Initial Util | 16.81% |
| Adder Area Share | 13.19% |
| Avg Vias per Cell | 4.458 |
| # diodes | 0 |
| Violation count after the first detailed-routing iteration | 88 |
| Gate Count Post-Synth | 144 |
| FF+latch area | 0 um^2 |
| Area Growth Syn to Fin | 79.95% |
| Largest net degree at the start of global routing | 13 |
| Min Tclk post-route | 2912 ps |
| CP required | 2400 ps |
| CLK BUF | 0 |
| CP cell instances | dlygate4sd2_1, inv_2, buf_4, ha_2, mux2i_1, o21ai_0, nand2b_1, nor2_1, clkdlybuf4s50_1 |
| Seq share, synth | 0% |
| CP max FO | 5 |
| TNS Setup | 0 ps |
| Final setup fails | 0 |
| Global route total overflow | 0 |
| Logic area | 845.8 um^2 |
| Detailed-route via count | 1235 |
| Final Max Slew Viols | 0 |
| Mapped cell area | 948.4 um^2 |
| Hold Crit Class | in -> out |
| DRT Pass-1 Iters | 4 |
| Final worst setup slack | 87.51 ps |
| Ys cells | 144 |
| Final hold viol count | 0 |
| Pwr Density | 128.2 mW/mm^2 |
| Main logic family after synthesis | AND-OR/OR-AND gates |
| Crit path buf inv count | 4 |
| WL per Instance | 13.52 um |
| Status | completed |
| DPL Wire Length | 2881 um |
| Simple share | 26.91% |
| GP Congestion | 0.8965 |
| Final period util | 97.08% |
| Drt total wl | 3746 um |
| Top Ports | 64 |
| PortBufs | 34 |
| Worst hold slack | 1833 ps |
| Core Region | 0.005642 mm^2 |
| Cts hold-fix bufs | 0 |
| XORs/XNORs by Area | 0.9235% |
| Initial antenna violation count | 0 |
| Max-cap violation count | 0 |
| Post-route ant nets | 0 |
| Startpoint Class | input pin |
| Crit. End Element | output port |
| Area fraction in compound gates after synthesis | 34.43% |
| Post-synth top area share | 13.19% |
[stage by stage]
stage	instances	utilization [%]
floorplan	147	-
global placement	271	27.39
detailed placement	271	27.39
CTS	275	29.05
global route	277	30.25
finish	277	30.25
[final timing paths]
path	start	to	slack (ps)	cells after the start
max	PCF[3]	RD_ROM[31]	90	9
min	PCF[6]	RD_ROM[5]	1830	4
[layer usage]
metal,vias to the layer above,part of all wire [%],global-route usage (%)
li1,628,-,-
met1,575,50,10.46
met2,32,45,12.12
met3,0,5.3,1.218
met4,0,0,0
met5,-,0,0
[logic make-up (layout without fill, tap and decap cells)]
family,Yosys count,after routing
simple gates,50,50
compound gates,48,48
buf+inv,30,88
fa+ha+maj,10,10
mux,4,4
other cells,1,4
xor+xnor,1,1
[cell usage after synthesis (2+ instances only)]
cell,number
nand2b_1,9
nor3_1,5
a21oi_1,16
buf_4,15
nand2_1,9
a311oi_1,3
nor4_1,3
o22ai_1,3
buf_6,2
a221o_1,2
nor2_1,16
clkbuf_1,2
ha_1,10
buf_2,3
o32ai_1,2
or3_1,2
o211ai_1,5
nor2b_1,2
a211oi_1,2
o21ai_0,8
inv_1,6
and2_4,2
mux2i_1,3
[worst min-delay path, stage by stage]
cell            delay, ps
dlygate4sd2_1         300
a21oi_1               140
a311oi_1               60
dlymetal6s2s_1        130
[placed cells by master, fill, tap and decap left out, types with 5 or more instances in the layout]
master	count
buf_4	40
clkdlybuf4s50_1	26
nor2_1	16
a21oi_1	15
nand2_1	9
nand2b_1	9
o21ai_0	6
o211ai_1	5
ha_1	5
dlygate4sd2_1	5
[where the power goes]
group	switching, mW	leakage [nW]	internal (mW)
Clock	0	0	0
Sequential	0	0	0
Combinational	0.0958	0.718	0.123
Total	0.0958	0.718	0.123
[area by class of cell]
class	instances	area share [%]
multi-input combinational	117	49.56
timing repair buffer	80	43.40
tap	72	5.279
inverter	8	1.760
[repair_timing]
action                     4_1_cts  5_1_grt
gates resized                   18       12
buffers inserted                 3        2
setup endpoints to repair       27       19
pin swaps                        0        2
cloned                           1        0
Power is estimated from default activity; no workload was simulated.
